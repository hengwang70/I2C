<file path="./config.mk">
export PLATFORM = sky130hd
export DESIGN_NAME = i2c_master
export DESIGN_NICKNAME = i2c_master
export VERILOG_FILES = /design/flow/design.v
export SDC_FILE = /design/flow/constraint.sdc
export NUM_CORES = 4
export LEC_CHECK = 1
export CORE_UTILIZATION = 40
</file>
<file path="./constraint.sdc">
current_design i2c_master

set clk_period 1.3
set clk_io_pct 0.2

create_clock -name clk0 -period $clk_period [get_ports {clk}]

set non_clock_inputs [all_inputs -no_clocks]
set_input_delay [expr $clk_period * $clk_io_pct] -clock clk0 $non_clock_inputs
set_output_delay [expr $clk_period * $clk_io_pct] -clock clk0 [all_outputs]
</file>
<file path="./design.v">
`timescale 1ns/1ps
`timescale 1ns/1ps
module debouncer #(
    parameter   DEFAULT = 1'b1,
    parameter   FILTER_SIZE = 4
)(
    input   wire        clk,
    input   wire        asyn_rst_n,
    input   wire        in,
    output  reg         out
);
    reg     [FILTER_SIZE-1:0]  filter_counter;
    reg     q1_in;
    reg     q2_in;
    wire    cnt_rst;
    wire    cnt_finish;
    assign  cnt_rst = ~asyn_rst_n | q1_in ^ q2_in;
    assign  cnt_finish = filter_counter == {FILTER_SIZE{1'b1}};
    always @(posedge clk or negedge asyn_rst_n) begin
        if (~asyn_rst_n)
            q1_in <= DEFAULT;
        else if (in == 1'b0)
            q1_in <= 1'b0;
        else if (in == 1'b1)
            q1_in <= 1'b1;
    end
    always @(posedge clk or negedge asyn_rst_n) begin
        if (~asyn_rst_n)
            q2_in <= DEFAULT;
        else
            q2_in <= q1_in;
    end
    always @(posedge clk or posedge cnt_rst) begin
        if (cnt_rst)
            filter_counter <= 0;
        else if (~cnt_finish)
            filter_counter <= filter_counter + 1;
    end
    always @(posedge clk or negedge asyn_rst_n) begin
        if (~asyn_rst_n)
            out <= DEFAULT;
        else if (cnt_finish)
            out <= q2_in;
    end
endmodule
module i2c_master (
    input  wire         clk,
    input  wire         asyn_rst_n,
    input  wire         scl_i,
    output wire         scl_o,
    input  wire         sda_i,
    output wire         sda_o,
    input  wire  [7:0]  host_addr_i,
    input  wire  [31:0] host_data_i,
    input  wire  [3:0]  host_cmd_i,
    input  wire         host_sel_i,
    output wire  [31:0] host_data_o,
    output wire         host_busy_o,
    output wire         host_error_o
);
localparam [3:0]
    STATE_BUSY  = 4'h0,
    STATE_IDLE  = 4'h1,
    STATE_START = 4'h2,
    STATE_ADDR  = 4'h3,
    STATE_CMD   = 4'h4,
    STATE_DATA  = 4'h5,
    STATE_ACK_A = 4'h6,
    STATE_ACK_D = 4'h7,
    STATE_STOP  = 4'h8;
localparam [1:0]
    CYC_STATE_LOW_1 = 2'b00,
    CYC_STATE_LOW_2 = 2'b01,
    CYC_STATE_WHIGH = 2'b10,
    CYC_STATE_HIGH  = 2'b11;
localparam [1:0]
    CMD_WRITE   = 2'b00,
    CMD_READ    = 2'b01;
localparam [7:0]
    T_SU_STA    = 8'hA0,     
    T_HD_STA    = 8'h88,     
    T_LOW_1     = 8'h20,     
    T_LOW_2     = 8'h80,     
    T_HIGH      = 8'h88;     
reg     [6:0]   addr_reg;
reg     [31:0]  tx_data_reg;
reg     [3:0]   cmd_reg;
reg             busy_reg;
reg             error_reg;
wire            cmd_write = (cmd_reg[3:2] == CMD_WRITE);
wire            cmd_read = (cmd_reg[3:2] == CMD_READ);
assign          host_busy_o = busy_reg;
assign          host_error_o = error_reg;
assign          host_data_o = rx_data_reg;
always @(posedge clk or negedge asyn_rst_n) begin
    if (~asyn_rst_n) begin
        addr_reg <= 7'b0;
        cmd_reg <= 4'b0;
    end else if (host_sel_i) begin
        addr_reg <= host_addr_i[6:0];
        cmd_reg <= host_cmd_i;
    end
end
always @(posedge clk or negedge asyn_rst_n) begin
    if (~asyn_rst_n)
        tx_data_reg <= 32'b0;
    else if (host_sel_i && (host_cmd_i[3:2] == CMD_WRITE))
        tx_data_reg <= host_data_i;
end
always @(posedge clk or negedge asyn_rst_n) begin
    if (~asyn_rst_n)
        busy_reg <= 1'b0;
    else if (~busy_reg)
        busy_reg <= (host_sel_i & ((host_cmd_i[3:2] == CMD_READ) || (host_cmd_i[3:2] == CMD_WRITE)));
    else if ((state_reg == STATE_STOP) && cycle_end)
        busy_reg <= 1'b0;
end
always @(posedge clk or negedge asyn_rst_n) begin
    if (~asyn_rst_n)
        error_reg <= 1'b0;
    else if (host_sel_i)
        error_reg <= 1'b0;
    else if ((state_reg == STATE_ACK_A) && (state_next == STATE_STOP)) 
        error_reg <= 1'b1;
    else if ((state_reg == STATE_ACK_D) && cmd_write && cycle_end && ~acked_reg) 
        error_reg <= 1'b1;
end
wire            db_sda_i;    
wire            db_scl_i;    
wire            bus_busy = ~(db_scl_i & db_sda_i);
reg             db_sda_i_1;
wire            db_sda_change = db_sda_i ^ db_sda_i_1;
debouncer #(
    .DEFAULT(1'b1),
    .FILTER_SIZE(1)
) debouncer_SDA (
    .clk(clk),
    .asyn_rst_n(asyn_rst_n),
    .in(sda_i),
    .out(db_sda_i)
);
debouncer #(
    .DEFAULT(1'b1),
    .FILTER_SIZE(1)
) debouncer_SCL (
    .clk(clk),
    .asyn_rst_n(asyn_rst_n),
    .in(scl_i),
    .out(db_scl_i)
);
always @(posedge clk or negedge asyn_rst_n) begin
    if (~asyn_rst_n)
        db_sda_i_1 <= 1'b1;
    else
        db_sda_i_1 <= db_sda_i;
end
reg     [3:0]   state_reg, state_next;
reg     [1:0]   cyc_state_reg, cyc_state_next;
wire            cycle_end;
reg     [7:0]   timer_cnt;
wire            timer_ready;
reg     [2:0]   bit_cnt;
reg     [1:0]   byte_cnt;
reg             acked_reg;
wire            sampling;
wire    [7:0]   tx_data_byte_0;
wire    [7:0]   tx_data_byte_1;
wire    [7:0]   tx_data_byte_2;
wire    [7:0]   tx_data_byte_3;
reg             sda_o_reg;
wire            sda_unmatch;
reg     [31:0]  rx_data_reg;
assign          sda_o = sda_o_reg;
assign          scl_o = cyc_state_reg[1];
assign          timer_ready = (timer_cnt == 8'h00);
assign          cycle_end = (cyc_state_reg == CYC_STATE_HIGH) & timer_ready;
assign          sampling = (cyc_state_reg == CYC_STATE_WHIGH) & db_scl_i;
assign          tx_data_byte_0 = tx_data_reg[7:0];
assign          tx_data_byte_1 = tx_data_reg[15:8];
assign          tx_data_byte_2 = tx_data_reg[23:16];
assign          tx_data_byte_3 = tx_data_reg[31:24];
assign          sda_unmatch = sampling & sda_o_reg & ~db_sda_i; 
always @(posedge clk or negedge asyn_rst_n) begin
    if (~asyn_rst_n) begin
        state_reg       <= STATE_BUSY;
        cyc_state_reg   <= CYC_STATE_HIGH;
    end else begin
        state_reg       <= state_next;
        cyc_state_reg   <= cyc_state_next;
    end
end
always @(posedge clk or negedge asyn_rst_n) begin
    if (~asyn_rst_n)
        timer_cnt <= 8'hff;
    else if ((state_reg != STATE_IDLE) && (state_next == STATE_IDLE))
        timer_cnt <= T_SU_STA;
    else if ((state_reg != STATE_START) && (state_next == STATE_START))
        timer_cnt <= T_HD_STA;
    else if ((state_next != STATE_BUSY) && (state_next != STATE_IDLE) && (state_next != STATE_START)) begin
        if (cyc_state_reg == CYC_STATE_WHIGH) begin
            if (db_scl_i)
                timer_cnt <= T_HIGH;
        end else if (timer_ready)
            timer_cnt <= (cyc_state_reg == CYC_STATE_LOW_1) ? T_LOW_2 : T_LOW_1;
        else
            timer_cnt <= timer_cnt - 8'h01;
    end else if (~timer_ready)
        timer_cnt <= timer_cnt - 8'h01;
end
always @(posedge clk or negedge asyn_rst_n) begin
    if (~asyn_rst_n)
        bit_cnt <= 3'h0;
    else if (state_reg == STATE_START)
        bit_cnt <= 3'h6;
    else if ((state_reg == STATE_ACK_A) || (state_reg == STATE_ACK_D))
        bit_cnt <= 3'h7;
    else if ((state_reg == STATE_ADDR) || (state_reg == STATE_DATA)) begin
        if (cycle_end)
            bit_cnt <= bit_cnt - 3'h1;
    end
end
always @(posedge clk or negedge asyn_rst_n) begin
    if (~asyn_rst_n)
        byte_cnt <= 2'b00;
    else if (state_reg == STATE_ACK_A)
        byte_cnt <= 2'b00;
    else if ((state_reg == STATE_ACK_D) && (state_next == STATE_DATA))
        byte_cnt <= byte_cnt + 2'b01;
end
always @(posedge clk or negedge asyn_rst_n) begin
    if (~asyn_rst_n)
        acked_reg <= 1'b0;
    else if (((state_reg == STATE_ACK_A) || (state_reg == STATE_ACK_D)) && sampling)
        acked_reg <= ~db_sda_i;
end
always @(posedge clk or negedge asyn_rst_n) begin
    if (~asyn_rst_n)
        sda_o_reg <= 1'b1;
    else if ((state_reg == STATE_BUSY) || (state_reg == STATE_IDLE))
        sda_o_reg <= 1'b1;
    else if (state_reg == STATE_START)
        sda_o_reg <= 1'b0;
    else if ((cyc_state_reg == CYC_STATE_LOW_1) && timer_ready) begin
        if (state_reg == STATE_ADDR) begin
            sda_o_reg <= addr_reg[bit_cnt];
        end else if (state_reg == STATE_CMD) begin
            sda_o_reg <= cmd_reg[2];
        end else if (state_reg == STATE_ACK_A) begin
            sda_o_reg <= 1'b1;
        end else if (state_reg == STATE_DATA) begin
            if (cmd_read)
                sda_o_reg <= 1'b1;
            else if (cmd_write) begin
                case (byte_cnt)
                    2'b00: sda_o_reg <= tx_data_byte_0[bit_cnt];
                    2'b01: sda_o_reg <= tx_data_byte_1[bit_cnt];
                    2'b10: sda_o_reg <= tx_data_byte_2[bit_cnt];
                    2'b11: sda_o_reg <= tx_data_byte_3[bit_cnt];
                endcase
            end
        end else if (state_reg == STATE_ACK_D) begin
            if (cmd_read)
                sda_o_reg <= (byte_cnt == cmd_reg[1:0]);
            else if (cmd_write)
                sda_o_reg <= 1'b1;
        end else if (state_reg == STATE_STOP)
            sda_o_reg <= 1'b0;
    end
end
always @(posedge clk or negedge asyn_rst_n) begin
    if (~asyn_rst_n)
        rx_data_reg <= 32'h0;
    else if ((state_reg == STATE_DATA) && cmd_read && sampling) begin
        if (byte_cnt == 2'b00) begin
            rx_data_reg[0] <= db_sda_i;
            rx_data_reg[7:1] <= rx_data_reg[6:0];
        end else if (byte_cnt == 2'b01) begin
            rx_data_reg[8] <= db_sda_i;
            rx_data_reg[15:9] <= rx_data_reg[14:8];
        end else if (byte_cnt == 2'b10) begin
            rx_data_reg[16] <= db_sda_i;
            rx_data_reg[23:17] <= rx_data_reg[22:16];
        end else if (byte_cnt == 2'b11) begin
            rx_data_reg[24] <= db_sda_i;
            rx_data_reg[31:25] <= rx_data_reg[30:24];
        end
    end
end
always @(*) begin
    if ((state_next == STATE_BUSY) || (state_next == STATE_IDLE) || (state_next == STATE_START))
        cyc_state_next = CYC_STATE_HIGH;
    else if (cyc_state_reg == CYC_STATE_WHIGH) begin
        if (db_scl_i)
            cyc_state_next = CYC_STATE_HIGH;
        else
            cyc_state_next = cyc_state_reg;
    end else if (timer_ready)
        cyc_state_next = cyc_state_reg + 1;
    else
        cyc_state_next = cyc_state_reg;
end
always @(*) begin
    case (state_reg)
        STATE_BUSY: begin
            if (bus_busy)
                state_next = STATE_BUSY;
            else
                state_next = STATE_IDLE;
        end
        STATE_IDLE: begin
            if (bus_busy)
                state_next = STATE_BUSY;
            else if (timer_ready & busy_reg)
                state_next = STATE_START;
            else
                state_next = STATE_IDLE;
        end
        STATE_START: begin
            if (~db_scl_i)
                state_next = STATE_BUSY;
            else if (timer_ready)
                state_next = STATE_ADDR;
            else
                state_next = STATE_START;
        end
        STATE_ADDR: begin
            if (db_sda_change && db_scl_i)
                state_next = STATE_BUSY;
            else if (sda_unmatch)
                state_next = STATE_BUSY;
            else if ((bit_cnt == 3'h0) && cycle_end)
                state_next = STATE_CMD;
            else
                state_next = STATE_ADDR;
        end
        STATE_CMD: begin
            if (db_sda_change && db_scl_i)
                state_next = STATE_BUSY;
            else if (sda_unmatch)
                state_next = STATE_BUSY;
            else if (cycle_end)
                state_next = STATE_ACK_A;
            else
                state_next = STATE_CMD;
        end
        STATE_ACK_A: begin
            if (db_sda_change && db_scl_i)
                state_next = STATE_BUSY;
            else if (cycle_end) begin
                if (acked_reg)
                    state_next = STATE_DATA;
                else
                    state_next = STATE_STOP;
            end else
                state_next = STATE_ACK_A;
        end
        STATE_DATA: begin
            if (db_sda_change && db_scl_i)
                state_next = STATE_BUSY;
            else if (cmd_write && sda_unmatch)
                state_next = STATE_BUSY;
            else if ((bit_cnt == 3'h0) && cycle_end)
                state_next = STATE_ACK_D;
            else
                state_next = STATE_DATA;
        end
        STATE_ACK_D: begin
            if (db_sda_change && db_scl_i)
                state_next = STATE_BUSY;
            else if (cmd_read && sda_unmatch)
                state_next = STATE_BUSY;
            else if (cycle_end) begin
                if (~acked_reg || (byte_cnt == cmd_reg[1:0]))
                    state_next = STATE_STOP;
                else
                    state_next = STATE_DATA;
            end else
                state_next = STATE_ACK_D;
        end
        STATE_STOP: begin
            if (cycle_end) begin
                state_next = STATE_BUSY;
            end else
                state_next = STATE_STOP;
        end
        default:
            state_next = STATE_BUSY;
    endcase
end
endmodule
</file>
<file path="./run.sh">
#!/bin/bash
# OpenROAD 26Q1-2900-gdf79404cd8, Yosys 0.63+post, stock flow scripts
make -C /OpenROAD-flow-scripts/flow DESIGN_CONFIG=/design/flow/config.mk WORK_HOME=/design/flow/orfs finish
</file>
==> results.cfg <==
; yosys + openroad results
[cells_and_area]
n_fill_cell = 996
layout-drive-gt1-share_pct = 52.3
lay_top_count = buf_4
final_cell_area_um2 = 8560
final_cells = 863
area_growth_pct = 59.0
lay_top_cells = 131 x buf_4, 93 x dfrtp_1, 48 x mux2_2, 43 x clkdlybuf4s50_1, 34 x dlygate4sd2_1

[clock_tree]
cts-root-buf = clkbuf_16
numCtsBuffers = 9
htree_levels = 3
cts_tree = yes
clk_pin_slew_ns = 0.07
clk_path_buf_depth = 2
cts.sinks = 112
clk-insertion-delay-late_ns = 0.35

[logic_synthesis]
ys_seq_share_pct = 52.5
yosysWarnings = 2
edf_count = 0
synth-seq-cells = 112
synth.largest_area_cell = dfrtp_1
topCellsByArea = dfrtp_1 43%, mux2_2 17%, dfstp_2 9.3%
async_flop_share_pct = 100
synth_cell_types = 65
syn_inst = 444
ys.flop_type = dfrtp_1
top_cell_area_share_pct = 43.2
ys_area_um2 = 5380
ys_cells = 444
avgSynthCellArea_um2 = 12.1
netlist_area_um2 = 5380

[critical_path]
required_ns = 1.57
critPathKind = flip-flop to flip-flop
critPathMaxFanout = 4
start_kind = flip-flop
critPathArrivalTime_ns = 3.45
critPathCaptureType = flip-flop

[sta]
rsz0062_at_grt = yes
slew_viol_final = 0
tns_ns = -56.76
clock.fmax_mhz = 315
fin_worst_skew_ns = 0.00856
min_period_over_period_pct = 244
min_period_ns = 3.18
finalHoldViolCount = 0
final.setup.worst_slack_ns = -1.88
setup_viol = 63

[floorplan]
initial_core_util_pct = 40.8
core_area_um2 = 13200
fp.dieArea_um2 = 13900
pin_count = 85
row_count = 42
dieHeight_um = 118
chipWidth_um = 118

[global_routing]
grt_pass1_wl_um = 22900
grt_pass1_vias = 4586
track_usage_pct = 21.5
grt_overflow = 0
grt_max_degree = 59
antenna_found_initial = 0

[power]
clkPwrFrac_pct = 36.3
p_int_uw = 5750
p_switching_uw = 1650
ir_drop_mv = 0.989
p_comb_share_pct = 11.1
p_leak_uw = 0.00403
power_density_nw_per_um2 = 864
sw_frac_of_total_pct = 22.3
seq_power_share_pct = 52.6

[placement]
dpl.cell_count = 795
io_buffers = 83
postPlaceCellArea_um2 = 7470
gp_congestion = 0.922
place_hpwl_um = 9870

[route]
num_vias = 4436
n_antenna_cell = 0
antenna_left = 0
firstDrtPassIters = 6
drt-vias-per-instance = 5.14
routed_wl_um = 13900
drc_errors = 0
wl_per_cell_um = 16.1
drtIter0Drc = 182

[min_path]
hp-class = flip-flop to async pin

[flow_run]
tool_warnings = 35
cap_violations = 0

[outcome]
status = finished, violations left
violations = setup timing
==> synth_stat cells (all sizes together), types with 5 or more instances <==
library cell	n
dfrtp	93
mux2	81
nor2	29
nand2	22
dfstp	19
o21ai	19
a21oi	17
inv	16
clkbuf	11
ha	10
nand3	10
xnor2	10
nor3	7
buf	6
a22oi	5
nand4	5
o22ai	5
==> power by group through the flow <==
| stage | combinational, uW | clock (uW) | sequential (uW) |
|---|---|---|---|
| global route | 895 | 2890 | 3930 |
| finish | 820 | 2690 | 3890 |
| CTS | 816 | 2780 | 3890 |
==> metal layers <==
metal,global-route usage (%),part of all wire (%),vias to the layer above
met1,33.8,46,2193
met2,33.3,47,102
li1,-,-,2121
met3,3.37,4.4,20
met4,4.17,2.5,0
met5,0,0,-
==> final cells by class <==
type                    instances  area [um2]  share of cell area, %
well taps                     176         220                   2.57
repair buffers                243        2170                   25.4
clock buffers                  12         236                   2.76
flip-flops and latches        112        2830                   33.0
clock inverters                 4        48.8                  0.570
inverters                      16        63.8                  0.746
multi-input cells             300        2990                   35.0
==> per-stage QoR <==
stage               setup slack [ns]  utilization [%]  power (uW)  hold slack, ns
floorplan                      -1.84                -        4280         -0.0356
global placement               -1.91             56.6        4680          0.0935
detailed placement             -1.97             56.6        4710          0.0932
CTS                            -1.83             63.3        7490           0.291
global route                   -1.95             64.9        7710           0.313
finish                         -1.88             64.9        7400           0.286
==> cell families (layout without fill, tap and decap cells) <==
family | after synthesis | count (layout) | synth area share, %
AND-OR/OR-AND | 86 | 86 | 11.1
XOR/XNOR | 11 | 11 | 1.79
adder cells (fa/ha/maj) | 10 | 10 | 2.32
buffers and inverters | 33 | 275 | 2.51
flip-flops | 112 | 112 | 52.5
multiplexers | 89 | 89 | 19.4
other | 1 | 2 | 0.0697
AND/OR/NAND/NOR | 102 | 102 | 10.3
==> path summary, 6_finish.rpt <==
kind,slack (ns),start,end,depth (start not counted)
max in group asynchronous,0.43,asyn_rst_n,db_sda_i_1,3
setup / recovery,-1.88,cyc_state_reg[1],timer_cnt[5],9
hold reg to reg,0.29,debouncer_SDA.q1_in,debouncer_SDA.filter_counter,2
hold / removal,0.29,debouncer_SDA.q1_in,debouncer_SDA.filter_counter,2
setup reg to reg,-1.88,cyc_state_reg[1],timer_cnt[5],9
min in group clk0,0.32,sda_i,debouncer_SDA.q1_in,1
==> critical path, stage by stage, from the launching register on <==
cell      delay (ns)
dfstp_2         0.56
ha_4            0.13
or4b_4          0.49
o221ai_2        0.17
o211ai_1        0.15
or3b_4          0.40
or3_4           0.43
mux2_4          0.33
and2_4          0.14
a221o_1         0.28
==> repair_timing <==
item	in CTS	in global routing
buffers inserted	39	15
gates cloned	2	0
resized	102	45
pin swaps	23	31
hold buffers	1	0
setup endpoints to repair	128	88
endpoints found under the hold margin	11	0
Power and IR drop assume default switching activity.
